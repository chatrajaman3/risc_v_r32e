## /design/flow/design.v

```verilog
module alu(in1, in2, opcode, out);
    parameter BIT_WIDTH = 32;
    input   wire    [BIT_WIDTH-1:0]    in1,in2;
    input   wire    [3:0]              opcode;
    output  wire    [BIT_WIDTH-1:0]    out;
    localparam ADD      = 4'b0000;   
    localparam SUB      = 4'b0001;   
    localparam SLT      = 4'b0010;   
    localparam SLTU     = 4'b0011;   
    localparam AND      = 4'b0100;   
    localparam OR       = 4'b0101;   
    localparam XOR      = 4'b0110;   
    localparam SLL      = 4'b0111;   
    localparam SRL      = 4'b1000;   
    localparam SRA      = 4'b1001;   
    always_comb begin
        case (opcode)
        ADD:    out = in1 + in2;
        SUB:    out = in2 - in1;
        SLT:    out = $signed(in1) < $signed(in2);    
        SLTU:   out = in1<in2;
        AND:    out = in1 & in2;
        OR:     out = in1 | in2;
        XOR:    out = in1 ^ in2;
        SLL:    out = in1 <<  in2[4:0];
        SRL:    out = in1 >>  in2[4:0];
        SRA:    out = in1 >>> in2[4:0];    
        default: out = 0;
        endcase
    end
endmodule
```

## /design/flow/run.sh

```bash
#!/bin/bash
# OpenROAD 26Q1-2900-gdf79404cd8, Yosys 0.63+post, stock flow scripts
make -C /OpenROAD-flow-scripts/flow DESIGN_CONFIG=/design/flow/config.mk WORK_HOME=/design/flow/orfs finish
```

## /design/flow/config.mk

```make
export PLATFORM = sky130hd
export DESIGN_NAME = alu
export DESIGN_NICKNAME = alu
export VERILOG_FILES = /design/flow/design.v
export SDC_FILE = /design/flow/constraint.sdc
export NUM_CORES = 4
export LEC_CHECK = 1
export CORE_UTILIZATION = 50
```

## /design/flow/constraint.sdc

```tcl
current_design alu

set clk_period 16.0
set clk_io_pct 0.2

create_clock -name clk0 -period $clk_period

set non_clock_inputs [all_inputs -no_clocks]
set_input_delay [expr $clk_period * $clk_io_pct] -clock clk0 $non_clock_inputs
set_output_delay [expr $clk_period * $clk_io_pct] -clock clk0 [all_outputs]
```

==> flow_summary_export.csv <==
group,metric,value,unit
worst_setup_path,cpPeakStageDelay,0.60,ns
worst_setup_path,slowest_stage,"nor4_1",
die,design.core.area,16700,sq um
global_routing,gr-total-overflow,0,
worst_setup_path,path_buffers,5,
sta,tightestPinTransition,1.04,ns
die,die_x,133,microns
synth,ys_seq_share,0,%
run,warning_count,130,
clocking,post_cts_resized,0,
power_and_ir_drop,p_leak,4.02,nW
place,io_buffers,100,
layout,combGateArea,7830,sq um
die,dieArea,17700,sq um
die,rows,47,
sta,setup_viol,0,
drt,wirelength,38100,microns
worst_setup_path,crit_family,"buffers and inverters",
clocking,post_cts_buffers,0,
die,fp_util,51.5,%
layout,fillCellCount,1602,
layout,synthToLayoutAreaGrowth,12.0,%
global_routing,antenna_found_initial,1,
sta,slew_violations,0,
worst_setup_path,end_kind,"output port",
die,io_pins,100,
layout,drive_gt1_share,7.01,%
sta,tns,0,ns
clocking,hold_buffers,0,
synth,syn_inst,1244,
place,dp_hpwl,30400,microns
sta,fmax,0.0916,GHz
layout,flops,0,
power_and_ir_drop,swShare,60.8,%
synth,ys_warn_count,12,
synth,syn-cell-area,8610,sq um
drt,drcViolationCount,0,
layout,clkbuf_count,0,
layout,ff_latch_area,0,sq um
sta,slew_headroom,30.3,%
sta,hold_viol,0,
worst_setup_path,crit_path_start_kind,"primary input",
worst_setup_path,path_cells,"clkdlybuf4s50_1 > buf_4 > inv_2 > buf_4 > ha_1 > nor2_1 > a221oi_1 > o211ai_1 > a211oi_1 > nor4_1 > nor2_1 > o311a_1 > a311oi_1 > nand2_1 > clkdlybuf4s50_1",
worst_setup_path,worstSetupPathType,"in -> out",
worst_hold_path,hp-class,"in -> out",
worst_setup_path,path_max_fanout,49,
power_and_ir_drop,p_int,136,uW
drt,vias,10200,
status,outcome,"complete, no violations",
power_and_ir_drop,switching_power,211,uW
die,dieHeight,133,microns
global_routing,grt_pass1_vias,9399,
worst_setup_path,required,12.80,ns
place,gp_congestion,1.07,
synth,synth_chip_area,8610,sq um
synth,syn_area_per_cell,6.92,sq um
global_routing,grt_first_pass_wirelength,57000,microns
run,drv_cap,0,
sta,period_needed,10.92,ns
drt,antenna_left,0,
sta,post-route-period-util,68.2,%
drt,vias_per_cell,6.78,
global_routing,track_usage,43.7,%
global_routing,grt_max_degree,65,
synth,ys_cells,1244,
power_and_ir_drop,p_per_area,36.1,nW/um^2
drt,wire_per_inst,25.3,microns
sta,rsz0062_at_grt,"no",
drt,drt_first_pass_iters,6,
power_and_ir_drop,ir_worst_vdd,23.1,uV
synth,synth_cell_types,69,
worst_setup_path,cp.arrival,7.72,ns
drt,drt_iter0_drc,1173,
layout,post-route-util,57.7,%
==> final timing paths <==
check / start / endpoint / slack, ns / cells past startpoint
worst min-delay path: opcode[0] / out[25] / 7.54 / 6
worst max-delay path: in2[2] / out[25] / 5.08 / 15
==> synthesized netlist by cell type, types with 10 or more instances <==
library cell | instances | area share (%)
a21o_1 | 14 | 1.2
clkbuf_1 | 44 | 1.9
a21oi_1 | 109 | 6.3
ha_1 | 129 | 19
o211ai_1 | 35 | 3.1
nor3_1 | 17 | 0.99
nand2b_1 | 18 | 1.3
buf_2 | 19 | 1.1
mux2i_1 | 37 | 4.3
a211oi_1 | 18 | 1.6
o21bai_1 | 16 | 1.4
a31oi_1 | 13 | 0.94
mux4_2 | 40 | 10
nand2_1 | 91 | 4.0
a22oi_1 | 21 | 1.8
o31ai_1 | 10 | 0.87
inv_1 | 99 | 4.3
nor2_1 | 147 | 6.4
o22ai_1 | 16 | 1.2
nand3_1 | 26 | 1.5
o21ai_1 | 15 | 0.87
a221oi_1 | 23 | 2.3
o21a_1 | 10 | 0.87
xnor2_1 | 22 | 2.2
o21ai_0 | 109 | 6.3
==> cells by family after synthesis <==
| logic type | synth area share, % |
|---|---|
| AOI/OAI and AO/OA | 35.5 |
| and+or+nand+nor | 17.9 |
| buffers and inverters | 9.08 |
| adders and majority gates | 19.2 |
| muxes | 15.9 |
| xor gates and xnor gates | 2.34 |
==> layer usage <==
layer  vias up  wire (microns)  GRT usage, %  part of all wire (%)
met3        93            5300          16.3                    14
li1       4680               -             -                     -
met4         2            1310          12.8                   3.4
met5         -              87          3.61                  0.23
met2       739           15600          61.2                    41
met1      4689           15800          62.5                    41
==> final cells by class <==
| class | count | share of cell area [%] |
|---|---|---|
| Timing Repair Buffer | 120 | 11.8 |
| Inverter | 105 | 4.09 |
| Tap cell | 220 | 2.85 |
| Multi-Input combinational cell | 1058 | 81.2 |
| Antenna cell | 1 | 0.0259 |
==> cells in the final DEF, fill, tap and decap left out, types with 5 or more instances in the layout <==
master,instances
a211o_1,8
a211oi_1,18
a21o_1,14
a21oi_1,109
a221oi_1,23
a22oi_1,21
a31oi_1,13
buf_4,21
clkdlybuf4s50_1,97
ha_1,129
inv_1,99
mux2_2,9
mux2i_1,37
mux4_2,40
nand2_1,91
nand2b_1,18
nand3_1,26
nand4_1,6
nor2_1,147
nor2b_1,8
nor3_1,16
nor4_1,8
o2111ai_1,5
o211ai_1,35
o21a_1,10
o21ai_0,109
o21ai_1,15
o21bai_1,16
o221ai_1,7
o22ai_1,16
o31ai_1,10
or3_1,9
xnor2_1,22
==> power by group through the flow <==
stage | Sequential (mW) | Clock (mW) | Combinational, mW
global route | 0 | 0 | 0.371
CTS | 0 | 0 | 0.336
==> stage by stage <==
stage / hold WS [ns] / area [sq um] / power, mW / worst slack, ns / std cells
after global routing: 7.61 / 9640 / 0.371 / 4.82 / 1503
after detailed placement: 7.53 / 9640 / 0.334 / 5.15 / 1503
after floorplan: 6.57 / 8610 / 0.210 / 6.32 / 1244
after CTS: 7.53 / 9640 / 0.336 / 5.14 / 1503
after global placement: 7.52 / 9640 / 0.336 / 5.19 / 1503
final: 7.54 / 9640 / 0.348 / 5.08 / 1504
Power and IR drop assume default switching activity.
